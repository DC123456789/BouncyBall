===== design/flow/design.v =====
module DrawBall(CLOCK_50,
        KEY,
        SW,
		VGA_CLK,   						 
		VGA_HS,							 
		VGA_VS,							 
		VGA_BLANK_N,						 
		VGA_SYNC_N,						 
		VGA_R,   						 
		VGA_G,	 						 
		VGA_B   						 
	);
	input			CLOCK_50;				 
	input   [9:0]   SW;
	input   [3:0]   KEY;
	output			VGA_CLK;   				 
	output			VGA_HS;					 
	output			VGA_VS;					 
	output			VGA_BLANK_N;				 
	output			VGA_SYNC_N;				 
	output	[9:0]	VGA_R;   				 
	output	[9:0]	VGA_G;	 				 
	output	[9:0]	VGA_B;   				 
	wire resetn;
	assign resetn = KEY[0];
	wire [2:0] colour;
	wire [7:0] x;
	wire [6:0] y;
	wire writeEn;
	vga_adapter VGA(
			.resetn(resetn),
			.clock(CLOCK_50),
			.colour(colour),
			.x(x),
			.y(y),
			.plot(writeEn),
			.VGA_R(VGA_R),
			.VGA_G(VGA_G),
			.VGA_B(VGA_B),
			.VGA_HS(VGA_HS),
			.VGA_VS(VGA_VS),
			.VGA_BLANK(VGA_BLANK_N),
			.VGA_SYNC(VGA_SYNC_N),
			.VGA_CLK(VGA_CLK));
		defparam VGA.RESOLUTION = "160x120";
		defparam VGA.MONOCHROME = "FALSE";
		defparam VGA.BITS_PER_COLOUR_CHANNEL = 1;
		defparam VGA.BACKGROUND_IMAGE = "black.mif";
	 assign inx = 8'b00000000;
	 assign iny = 7'b0000000;
	 control c0(
	 .clk(CLOCK_50),
	 .inx(inx),
	 .iny(iny),
	 .WriteEn(1'b0),
	 .reset(KEY[0]),
	 .x(x),
	 .y(y),
	 .color(colour),
	 .plot(WriteEn)
	 );
endmodule
module control(
    input clk,
    input inx, iny,
    input WriteEn,
	 input reset,
	 output reg [7:0] x,
	 output reg [6:0] y,
	 output reg [2:0] color,
    output plot
    );
    reg [3:0] current_state, next_state; 
    localparam  draw1_0 = 4'd0,
                draw2_0 = 4'd1,
                draw0_1 = 4'd2,
                draw1_1 = 4'd3,
                draw2_1 = 4'd4,
                draw3_1 = 4'd5,
                draw0_2 = 4'd6,
                draw1_2 = 4'd7,
                draw2_2 = 4'd8,
                draw3_2 = 4'd9,
                draw1_3 = 4'd10,
				draw2_3 = 4'd11,
				drawnone = 4'd12;
    always@(*)
    begin: state_table 
            case (current_state)
					 draw1_0: next_state = draw2_0;
                draw2_0: next_state = draw0_1;
					 draw0_1: next_state = draw1_1;
					 draw1_1: next_state = draw2_1;
					 draw2_1: next_state = draw3_1;
					 draw3_1: next_state = draw0_2;
					 draw0_2: next_state = draw1_2;
					 draw1_2: next_state = draw2_2;
					 draw2_2: next_state = draw3_2;
					 draw3_2: next_state = draw1_3;
					 draw1_3: next_state = draw2_3;
					 draw2_3: next_state = draw1_0;
					 drawnone: next_state = WriteEn ? drawnone : draw1_0;
            default:     next_state = drawnone;
        endcase
    end  
    always @(*)
    begin: set_pixel_location
		  color = 3'b000;
		  x = inx;
		  y = iny;
        case (current_state)
            draw1_0: begin
					 color = 3'b111;
					 x = x + 1'b1;
                end
            draw2_0: begin
                color = 3'b111;
					 x = x + 1'b1;
                end
            draw0_1: begin
                color = 3'b111;
					 x = x - 2'b10;
					 y = y + 1'b1;
                end
            draw1_1: begin
                color = 3'b111;
					 x = x + 1'b1;
                end
            draw2_1: begin
					 color = 3'b111;
					 x = x + 1'b1;
					 end
            draw3_1: begin
					 color = 3'b111;
					 x = x + 1'b1;
					 end
				draw0_2: begin
					 color = 3'b111;
					 x = x - 2'b11;
					 y = y + 1'b1;
					 end
				draw1_2: begin
					 color = 3'b111;
					 x = x + 1'b1;
					 end
				draw2_2: begin
					 color = 3'b111;
					 x = x + 1'b1;
					 end
				draw3_2: begin
					 color = 3'b111;
					 x = x + 1'b1;
			 		 end
				draw1_3: begin
					 color = 3'b111;
					 x = x - 2'b10;
					 y = y + 1'b1;
					 end
				draw2_3: begin
					 color = 3'b111;
					 x = x + 1'b1;
					 end
				drawnone: begin
					 color = 3'b000;
					 end
			   default: begin
				x = inx;
				y = iny;
				color = 3'b000;
				end
        endcase
    end  
    always@(posedge clk)
    begin: state_FFs
        if(!reset)
            current_state <= drawnone;
        else
            current_state <= next_state;
    end  
endmodule
module hex_decoder(hex_digit, segments); 
    input [3:0] hex_digit;
    output reg [6:0] segments;
    always @(*)
        case (hex_digit)
            4'h0: segments = 7'b100_0000;
            4'h1: segments = 7'b111_1001;
            4'h2: segments = 7'b010_0100;
            4'h3: segments = 7'b011_0000;
            4'h4: segments = 7'b001_1001;
            4'h5: segments = 7'b001_0010;
            4'h6: segments = 7'b000_0010;
            4'h7: segments = 7'b111_1000;
            4'h8: segments = 7'b000_0000;
            4'h9: segments = 7'b001_1000;
            4'hA: segments = 7'b000_1000;
            4'hB: segments = 7'b000_0011;
            4'hC: segments = 7'b100_0110;
            4'hD: segments = 7'b010_0001;
            4'hE: segments = 7'b000_0110;
            4'hF: segments = 7'b000_1110;   
            default: segments = 7'h7f;
        endcase
endmodule

===== design/flow/run.sh =====
#!/bin/bash
# OpenROAD 26Q1-2900-gdf79404cd8, Yosys 0.63+post, stock flow scripts
make -C /OpenROAD-flow-scripts/flow DESIGN_CONFIG=/design/flow/config.mk WORK_HOME=/design/flow/orfs finish

===== design/flow/config.mk =====
export PLATFORM = sky130hd
export DESIGN_NAME = control
export DESIGN_NICKNAME = control
export VERILOG_FILES = /design/flow/design.v
export SDC_FILE = /design/flow/constraint.sdc
export NUM_CORES = 4
export LEC_CHECK = 1
export CORE_AREA = 10 10 70 70
export DIE_AREA = 0 0 80 80

===== design/flow/constraint.sdc =====
current_design control

set clk_period 1.5
set clk_io_pct 0.2

create_clock -name clk0 -period $clk_period [get_ports {clk}]

set non_clock_inputs [all_inputs -no_clocks]
set_input_delay [expr $clk_period * $clk_io_pct] -clock clk0 $non_clock_inputs
set_output_delay [expr $clk_period * $clk_io_pct] -clock clk0 [all_outputs]

==> results.txt <==
WL final: 1.234 mm
Post-Syn Instances: 55
row count: 21
clk sinks: 13
CTS tree: yes
Synth top cells by count: buf_4, dfxtp_1, and2_1, nand2_1
top cells, area: dfxtp_1, buf_4, and2_1
Reg with most FFs: current_state
CTS Buffer Depth: 2
EDFF count, synth: 0
Ys Warns: 2
HP Class: flop to flop
Setup crit end kind: output port
IO Pins: 24
final setup violation count: 13
Final ANT Viol Nets: 0
setup ws final: -0.7227 ns
number of global-route vias before repair: 401
Commonest flop: dfxtp_1
drt pass-1 iters: 2
Seq pwr share: 53.8%
max FFs per register: 13
GPL Wtd Cong: 0.7500
hpwl dp: 856.2 um
Port-buffer cells: 17
startpoint types: flop
via count: 426
Yosys reg bits: 13
floorplan utilization: 16.41%
antenna diode count: 0
fin util: 25.79%
DRC violations left: 0
biggest regs: current_state (13)
leakage: 0.4152 nW
Num CTS Buffers: 3
latest clock arrival within the worst-skew pair: 0.27 ns
# Cells Yosys: 55
total gr overflow: 0
switching share of power: 21.14%
total power draw: 0.0006568 W
CTS H-tree depth: 1
cell type with the largest total area: dfxtp_1
Worst Skew: 0.006449 ns
distinct lib cells: 18
Comb gate area: 244.0 um2
Hold Fails Final Rpt: 0
layout cells sized above 1: 52.44%
net switching power: 0.0001388 W
Die H: 80 um
Worst EP required: 1.20 ns
Reg area: 264.0 um2
largest net degree at the start of global routing: 14
worst-path fanout max: 2
CTS root buffer: clkbuf_4
ys async rst share: 0%
core box area: 0.003416 mm2
Seq share, synth: 46.43%
syn avg cell area: 10.19 um2
Hold-fix buffers, CTS: 0
Int Power: 0.0005180 W
failing checks: negative setup slack
area delta synth->final: 57.14%
Gate power share: 14.1%
total global-route track usage: 3.640%
max cap viols: 0
Synth Cell Area: 560.5 um2
tally of OpenROAD warnings: 28
FILL cells: 352
run status: finished with violations
initial antenna violation count: 0
clock slew at reported path FFs: 0.08 ns
worst vdd ir: 232.7 uV
Die ar.: 0.006400 mm2
Max-area cell share: 46.43%
Placed Instance Area: 754.5 um2
data arrival time of the critical path: 1.92 ns
Setup CP Type: flop to output port
WL/cell: 9.641 um
yosys stat chip area: 560.5 um2
Fin Setup TNS: -4.644 ns
Slew Viols, Final: 0
Period minus WS final: 2.223 ns
RSZ-0062 raised after global routing: yes
period utilization: 148.2%
clock share of power: 32.1%
FMAX: 449.9 MHz
Via density: 3.328
die width: 80 um
initial DRC count: 13
total power density per cell area: 745.6 mW/mm2
Final Instance Area: 880.8 um2
first-pass GRT wire length: 1.883 mm
power groups by stage:
stage	Combinational (W)	Clock (W)	Sequential, W
after CTS	0.0000877	0.000217	0.000353
after global routing	0.000105	0.000231	0.000354
final	0.0000924	0.000211	0.000353
logic make-up after synthesis:
group | synth area share, %
other | 0.6690
and+or+nand+nor | 27.68
muxes | 2.009
DFF | 46.43
AOI/OAI and AO/OA | 2.232
adders and majority gates | 2.232
buffers and inverters | 18.75
final timing paths:
| path | cells after the start | slack, ns | endpoint | startpoint |
|---|---|---|---|---|
| max | 5 | -0.72 | x[0] | current_state[7]$_DFF_P_ |
| min | 2 | 0.45 | current_state[0]$_DFF_P_ | current_state[0]$_DFF_P_ |
| max reg2reg | 3 | 0.71 | current_state[10]$_DFF_P_ | current_state[4]$_DFF_P_ |
| min reg2reg | 2 | 0.45 | current_state[0]$_DFF_P_ | current_state[0]$_DFF_P_ |
metal layers:
metal / share of wire (%) / vias up / GRT usage [%]
met3: 13 / 2 / 2.727
met2: 43 / 19 / 5.859
met5: 0 / - / 0
met1: 43 / 192 / 3.872
met4: 0.65 / 0 / 0.3521
li1: - / 213 / -
timing repair:
action | in CTS | in global routing
gates resized | 59 | 2
buffers inserted | 9 | 1
endpoints found under the setup margin | 13 | 13
pin swaps | 6 | 3
layout make-up:
type | count | area share, %
clock buffers | 4 | 2.983
inverters | 1 | 0.4261
multi-input cells | 32 | 27.70
flip-flops and latches | 13 | 29.97
well taps | 46 | 6.534
repair buffers | 32 | 32.39
per-stage QoR:
stage / hold WS, ns / instances / setup WS, ns
2_1_floorplan: 0.4073 / 60 / -0.2762
3_3_place_gp: 0.4329 / 115 / -0.6344
3_5_place_dp: 0.4344 / 115 / -0.6381
4_1_cts: 0.4520 / 127 / -0.7169
5_1_grt: 0.4770 / 128 / -0.8001
6_report: 0.4475 / 128 / -0.7227
layout by cell type, fill, tap and decap left out:
master	n
and2_1	10
and2_2	1
buf_2	7
buf_4	7
buf_6	14
clkbuf_1	1
clkbuf_4	3
clkdlybuf4s50_1	4
conb_1	6
dfxtp_1	10
dfxtp_2	3
ha_4	1
inv_1	1
mux2_4	1
nand2_1	3
nor2_1	1
nor2b_1	1
nor4_4	1
o21a_1	1
o21ai_1	1
or3_4	2
or4_4	3
worst max-delay path, stage by stage, from the launching register on:
cell and delay, ns:
dfxtp_1 0.31, or4_4 0.55, nor4_4 0.24, buf_4 0.15, mux2_4 0.28, buf_2 0.12
Power is estimated from default activity; no workload was simulated.
